`config.mk`:
```
export PLATFORM = sky130hd
export DESIGN_NAME = memory
export DESIGN_NICKNAME = memory
export VERILOG_FILES = /design/flow/design.v
export SDC_FILE = /design/flow/constraint.sdc
export NUM_CORES = 4
export LEC_CHECK = 1
export CORE_UTILIZATION = 50
```
`constraint.sdc`:
```
current_design memory

set clk_period 3.7
set clk_io_pct 0.2

create_clock -name clk0 -period $clk_period [get_ports {clk}]

set non_clock_inputs [all_inputs -no_clocks]
set_input_delay [expr $clk_period * $clk_io_pct] -clock clk0 $non_clock_inputs
set_output_delay [expr $clk_period * $clk_io_pct] -clock clk0 [all_outputs]
```
`design.v`:
```
interface FIFO_IF (clk);
parameter FIFO_WIDTH = 16;
parameter FIFO_DEPTH = 8;
input clk;
logic [FIFO_WIDTH-1:0] data_in;
logic rst_n, wr_en, rd_en;
 logic [FIFO_WIDTH-1:0] data_out;
logic wr_ack, overflow;
logic full, empty, almostfull, almostempty, underflow;
modport DUT (input clk,data_in, rst_n, wr_en, rd_en, output data_out, wr_ack, overflow, full, empty, almostfull, almostempty, underflow);
modport TEST(output clk,data_in, rst_n, wr_en, rd_en,input data_out, wr_ack, overflow, full, empty, almostfull, almostempty, underflow);
modport MONITOR (input clk,data_in, rst_n, wr_en, rd_en, data_out, wr_ack, overflow, full, empty, almostfull, almostempty, underflow);	
endinterface 
interface interface_spi (clk);
	parameter MEM_DEPTH=256;
     parameter ADDR_SIZE=8;
	input logic clk;
	logic MOSI, SS_n,rst_n;
logic MISO;
 logic tx_valid;
logic [7:0] tx_data;
logic [9:0] din;
logic [ADDR_SIZE-1:0] dout;
logic rx_valid;
 logic [9:0] rx_data; 
	modport spi_slave (input clk, MOSI, SS_n, rst_n,tx_valid ,rx_data ,output MISO,rx_valid,tx_data);
	modport spi_ram (input clk,rst_n,din,rx_valid,output dout,tx_valid);
	modport spi_wrapper (input clk,MOSI,SS_n,rst_n,output MISO);
	modport MONITOR(input MOSI, SS_n,clk,rst_n,MISO,tx_valid,tx_data,din,dout);
	modport TEST(output clk,MOSI,SS_n,rst_n,input MISO);
endinterface 
module memory (din,addr_wr,addr_rd,wr_en,rd_en,blk_select,dout,clk,rst);
parameter MEM_WIDTH=16;
parameter MEM_DEPTH=1024;
parameter ADDR_SIZE =10;
input[MEM_WIDTH-1:0] din;
input [ADDR_SIZE-1:0]addr_wr;
input [ADDR_SIZE-1:0]addr_rd;
input clk,rst,rd_en,blk_select,wr_en;
output reg [MEM_WIDTH-1:0]dout;
reg[MEM_WIDTH-1:0] mem [MEM_DEPTH-1:0];
always @(posedge clk,negedge rst)
begin
    if(!rst)
dout<=0;
else if(blk_select)
begin
if(rd_en)
dout<= mem[addr_rd];
else if(wr_en)
mem[addr_wr]<=din;
end
end
endmodule
```
`run.sh`:
```
#!/bin/bash
# OpenROAD 26Q1-2900-gdf79404cd8, Yosys 0.63+post, stock flow scripts
make -C /OpenROAD-flow-scripts/flow DESIGN_CONFIG=/design/flow/config.mk WORK_HOME=/design/flow/orfs finish
```
==> GITHUB_STEP_SUMMARY <==
### Yosys + OpenROAD results

| Metric | Value |
|---|---|
| Status | `aborted with a tool error` |
| Last stage reached | `5_1_grt` |
| Run Error | `[ERROR GRT-0116] Global routing finished with congestion. Check the congestion regions in the DRC Viewer.` |
| Clock Sinks | `16,400` |
| Cell count after synthesis | `34,828` |
| I/O pins | `57` |
| Netlist Area Pre-Place | `608,000 um^2` |
| Global-route wire length before repair | `7350 mm` |
| Routability cong. | `1.49` |
| PortBufs | `56` |
| Avg Synthesized Cell Area | `17.5 um^2` |
| Fraction of registers with async set/reset | `0.0976%` |
| Vias in the first global route | `652,145` |
| Pre-CTS WS | `-4.00 ns` |
| Largest net degree at the start of global routing | `162` |
| Synth area leaders | `edfxtp_1, a22oi_1, a22o_1` |
| H-tree lvl count | `7` |
| HPWL Detailed | `4020 mm` |
| Die Ht | `1.11 mm` |
| Area leader, netlist | `edfxtp_1` |
| Max clock buf depth | `6` |
| Inserted Clock Buffers | `1,710` |
| Post-synth seq share | `80.9%` |
| Fp_density | `50.2%` |
| Flops after synth | `16,400` |
| Clk root buf | `clkbuf_16` |
| Yosys warning tally | `2` |
| GRT Total Usage | `103%` |
| Post-synth top flop | `edfxtp_1` |
| # Cells Yosys | `34,828` |
| Chip Area, Yosys | `608,000 um^2` |
| EDFF count, synth | `16,384` |
| Die X | `1.11 mm` |
| Max-area cell share | `80.9%` |
| GRT overflow | `67,730` |
| Cell variety after synth | `96` |
| Row count | `404` |
-- timing repair --
item | 4_1_cts
cloned | 6
setup endpoints to repair | 16
endpoints found under the hold margin | 172
hold buffers | 12
pin swaps | 157
gates resized | 693
buffers inserted | 134
-- cell families after synthesis --
| kind of cell | synth area share [%] |
|---|---|
| AND-OR/OR-AND | 12.5 |
| XOR/XNOR | 0.0274 |
| buffers and inverters | 1.53 |
| flip-flops | 80.9 |
| multiplexers | 0.0736 |
| AND/OR/NAND/NOR | 4.92 |
-- layer usage --
metal / global-route usage, % / overflow
met4: 98.5 / 10065
met5: 94.9 / 1303
met1: 104 / 16022
met2: 108 / 28584
met3: 101 / 11756
-- metrics by stage --
step	utilization [%]	cell area [um^2]	TNS (ns)	cells
CTS	68.9	835000	-17.18	64027
detailed placement	64.1	776000	-2380.73	60867
global placement	63.9	775000	-2235.63	60804
floorplan	-	609000	-2.31	34828
-- cells in the mapped netlist (126+ instances only) --
cell type / number
o21ai_0: 320
a32oi_1: 362
a221oi_1: 478
nor4_1: 421
clkbuf_1: 1487
edfxtp_1: 16384
nand3_1: 560
a222oi_1: 162
o22ai_1: 655
buf_2: 326
a22o_1: 761
nand4_1: 804
and4_1: 126
nand2_1: 1066
a21oi_1: 595
nor3_1: 912
a22oi_1: 5758
nor2_1: 1569
or4_1: 146
buf_1: 438
