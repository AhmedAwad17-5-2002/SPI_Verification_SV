--- run.sh ---
#!/bin/bash
# OpenROAD 26Q1-2900-gdf79404cd8, Yosys 0.63+post, stock flow scripts
make -C /OpenROAD-flow-scripts/flow DESIGN_CONFIG=/design/flow/config.mk WORK_HOME=/design/flow/orfs finish
--- config.mk ---
export PLATFORM = sky130hd
export DESIGN_NAME = Master
export DESIGN_NICKNAME = Master
export VERILOG_FILES = /design/flow/design.v
export SDC_FILE = /design/flow/constraint.sdc
export NUM_CORES = 4
export LEC_CHECK = 1
export CORE_UTILIZATION = 50
--- constraint.sdc ---
current_design Master

set clk_period 32.1
set clk_io_pct 0.2

create_clock -name clk0 -period $clk_period [get_ports {clk}]

set non_clock_inputs [all_inputs -no_clocks]
set_input_delay [expr $clk_period * $clk_io_pct] -clock clk0 $non_clock_inputs
set_output_delay [expr $clk_period * $clk_io_pct] -clock clk0 [all_outputs]
--- design.v ---
interface FIFO_IF (clk);
parameter FIFO_WIDTH = 16;
parameter FIFO_DEPTH = 8;
input clk;
logic [FIFO_WIDTH-1:0] data_in;
logic rst_n, wr_en, rd_en;
 logic [FIFO_WIDTH-1:0] data_out;
logic wr_ack, overflow;
logic full, empty, almostfull, almostempty, underflow;
modport DUT (input clk,data_in, rst_n, wr_en, rd_en, output data_out, wr_ack, overflow, full, empty, almostfull, almostempty, underflow);
modport TEST(output clk,data_in, rst_n, wr_en, rd_en,input data_out, wr_ack, overflow, full, empty, almostfull, almostempty, underflow);
modport MONITOR (input clk,data_in, rst_n, wr_en, rd_en, data_out, wr_ack, overflow, full, empty, almostfull, almostempty, underflow);	
endinterface 
interface interface_spi (clk);
	parameter MEM_DEPTH=256;
     parameter ADDR_SIZE=8;
	input logic clk;
	logic MOSI, SS_n,rst_n;
logic MISO;
 logic tx_valid;
logic [7:0] tx_data;
logic [9:0] din;
logic [ADDR_SIZE-1:0] dout;
logic rx_valid;
 logic [9:0] rx_data; 
	modport spi_slave (input clk, MOSI, SS_n, rst_n,tx_valid ,rx_data ,output MISO,rx_valid,tx_data);
	modport spi_ram (input clk,rst_n,din,rx_valid,output dout,tx_valid);
	modport spi_wrapper (input clk,MOSI,SS_n,rst_n,output MISO);
	modport MONITOR(input MOSI, SS_n,clk,rst_n,MISO,tx_valid,tx_data,din,dout);
	modport TEST(output clk,MOSI,SS_n,rst_n,input MISO);
endinterface 
module Master(SS_n,MOSI,MISO,clk,rst_n);
input MOSI,SS_n,clk,rst_n;
 output MISO;
 wire rx_valid;
wire [9:0] rx_data;
wire [7:0] tx_data;
wire tx_valid;
 SPI   s1 (clk,rst_n,MOSI,MISO,SS_n,rx_data,rx_valid,tx_data,tx_valid);
RAM_pr2  R1(clk,rst_n,rx_data,rx_valid,tx_data,tx_valid);
endmodule
module RAM_pr2(clk,rst_n,din,rx_valid,dout,tx_valid);
parameter MEM_DEPTH = 256;
parameter ADDR_SIZE = 8;
input [9:0] din;
input rx_valid,clk,rst_n;
output reg[7:0] dout;
output reg tx_valid;
reg [ADDR_SIZE-1:0] wr_address,rd_address;
reg [ADDR_SIZE-1:0] mem_1 [MEM_DEPTH-1:0];
always @(posedge clk) begin
    if(!rst_n)
    begin
    dout<=0;
    tx_valid<=0;
    end
    else
    begin
    if(rx_valid==1)
    begin
    case (din[9:8])
    2'b00: begin
      wr_address<= din[7:0];
      tx_valid<=0;  
    end
    2'b01: begin
        mem_1[wr_address]<= din[7:0];
        tx_valid<=0;
    end
    2'b10:begin
         rd_address<= din[7:0];
         tx_valid<=0;
    end
    2'b11: begin
        dout<= mem_1[rd_address];
        tx_valid<=1;
    end
     default: wr_address<= din[7:0];
    endcase
    end
end
end 
endmodule
module SPI (clk,rst_n,MOSI,MISO,SS_n,rx_data,rx_valid,tx_data,tx_valid);
parameter IDLE=3'b000;
parameter CHK_CMD=3'b001;
parameter WRITE=3'b010;
parameter READ_ADDRESS=3'b011;
parameter READ_DATA=3'b100;
input MOSI,SS_n,clk,rst_n;
 output  rx_valid;
output reg [9:0] rx_data;
input [7:0] tx_data;
input tx_valid;
reg  rd_address_first;
output reg MISO;
reg[3:0] count_1;
reg [3:0]count_2;
reg [3:0] count_3;
(* fsm_encoding = "one_hot" *)
reg [2:0] ns,cs;
always@(cs,MOSI,SS_n)
begin
case (cs)
    IDLE:begin
        if(!SS_n)
        ns=CHK_CMD;
        else
        ns= IDLE;
    end
    CHK_CMD:begin
        if(SS_n==0)
        begin
        if(MOSI==0)
        ns=WRITE;
        else
        if(rd_address_first==0)
        begin
        ns=READ_ADDRESS;
        end
        else
        begin
        ns=READ_DATA;
        end
        end
        else
        ns= IDLE;
    end
    WRITE:begin
        if(SS_n)
        ns= IDLE;
        else
        begin
        if(count_1 <10)
        ns= WRITE;
        end
    end
    READ_ADDRESS:begin
        if(SS_n)
        ns=IDLE;
        else
        begin
            if(count_2 < 10)
            ns=READ_ADDRESS;
    end 
    end
    READ_DATA: begin
         if(SS_n)
        ns=IDLE;
        else
        begin
            if(count_3 < 8)
            ns=READ_DATA;
    end 
    end
    default: ns= IDLE;
endcase    
end
always@(posedge clk or negedge rst_n)
begin
  if(!rst_n)
   cs<=IDLE; 
else
cs<= ns;
end
always@(posedge clk or negedge rst_n)
begin
if(!rst_n)
begin
  rx_data<=0;
  count_1<=0;
   count_2<=0;
  rd_address_first<=0;
  count_3<=0;
end
else
case(cs)
IDLE:begin
  count_1<=0;
 count_2<=0;
  count_3<=0;  
end
CHK_CMD:begin
    count_1<=0;
   count_2<=0;
    count_3<=0;
end
WRITE: begin
    if(count_1<10)
    begin
        rx_data<={rx_data[8:0],MOSI};
        count_1<=count_1+1;
    end
    end
READ_ADDRESS: begin
 rd_address_first<=1;
    if(count_2<10)
    begin
        rx_data<={rx_data[8:0],MOSI };
       count_2<=count_2+1;
    end
    end
    READ_DATA: begin
    rd_address_first<=0;
    if(count_2<10)
    begin
        rx_data<={rx_data[8:0],MOSI };
       count_2<=count_2+1;
    end
        else
        begin
        if(count_3 < 8 )
        begin
            if(tx_valid==1)
            begin
            MISO <= tx_data[7-count_3];
            count_3<=count_3+1;
            end
        end
        end    
    end
    default:begin
  count_1<=0;
 count_2<=0;
  count_3<=7;  
end 
    endcase
end
assign rx_valid= ((count_2==10 || count_1==10) && cs!=IDLE)? 1:0;
endmodule
==> out/results.tsv <==
metric	value	unit
outcome	finished clean	
ys_warn_count	4	
cp-end-kind	flip-flop	
clk_path_buf_depth	3	
synth-main-ff-cell	edfxtp_1	
setup_tns	0	ps
vias	40859	
edf_count	2065	
min_delay_worst_endpoint	R1.dout[7]$_SDFFE_PN0P_	
htreeDepth	4	
crit_required	32560	ps
routed_wl	219.8	mm
num_io_pins	5	
post_cts_buffers	0	
ff2ff_setup_slack	26910	ps
die-area	0.1672	mm2
worstReg2RegEnd	R1.dout[7]$_SDFFE_PN0P_	
clock_latency	840	ps
unclocked_regs	3	
clk_pin_slew_worst_paths	60	ps
slew_violations	0	
die_h	408.9	um
crit_type	input pin to flip-flop	
worst_r2r_path_depth	11	
area_growth	10.95	%
postRouteAntennaNets	0	
fmax	0.1068	GHz
ys_types	77	
rsz0062_at_grt	false	
untimed_endpoints	6	
worstHoldPathType	flip-flop to flip-flop	
start_kind	input pin	
cts_tree	built	
slew-limit-headroom	0.3487	
holdPathStages	2	
syn_inst	4032	
cp_max_fo	29	
fp_util	0.5063	
period_used_share	0.2917	
finClkSkew	36.36	ps
grt_first_pass_wirelength	315.6	mm
leakage	29.25	nW
rr_startpoint	R1.rd_address[0]$_DFFE_PP_	
routabilityCongestion	0.9624	
ir_drop	0.00005981	V
yosysCellCount	4032	
async_reset_ff_frac	0.01236	
drt_iter0_markers	2848	
track_usage	0.3011	
via_per_inst	6.270	
yosysChipArea	0.08279	mm2
period_needed	9364	ps
hp-start	R1.dout[7]$_SDFFE_PN0P_	
placementRows	148	
worstPathArrival	9830	ps
holdBufCountCts	0	
drive_gt1_frac	0.1969	
first_pass_iters	6	
grt_max_degree	106	
io_buffers	4	
maxCapViolations	0	
avgSynthCellArea	20.53	um2
root_buffer	clkbuf_16	
power_density	60.06	mW/mm2
hold_viol	0	
overflow	0	
tightest_slew	952.3	ps
core-area	0.1635	mm2
numCtsBuffers	208	
antenna_found_initial	5	
tool_warnings	32	
ys_ff	2103	
netlist_area	0.08279	mm2
routedWlPerCell	33.73	um
cts_resized	0	
final_util	0.5618	
die_w	408.9	um
grt_pass1_vias	45338	
drc	0	
dp_hpwl	137.4	mm
setup_viol	0	
[stage by stage]
stage	instance area, um2	std cells	total power (W)	hold WS (ps)	setup slack [ps]
after floorplan	82790	4032	0.003089	420.9	23900
after global placement	84880	6124	0.003119	450.6	21900
after detailed placement	84880	6124	0.003118	447.4	21840
after CTS	91840	6512	0.005555	460.0	22780
after global routing	91840	6512	0.005659	500.1	22430
final	91850	6517	0.005516	459.1	22740
[flip-flops by register name, indices dropped and copies added (netlist names)]
| register | count |
|---|---|
| s1.count_3 | 4 |
| R1.mem_1 | 2048 |
| s1.count_2 | 4 |
| s1.MISO | 1 |
| s1.count_1 | 4 |
| R1.tx_valid | 1 |
| R1.rd_address | 8 |
| s1.cs | 3 |
| s1.ns | 3 |
| R1.wr_address | 8 |
| R1.dout | 8 |
| s1.rd_address_first | 1 |
| s1.rx_data | 10 |
[cells by family after synthesis]
logic type	Yosys count	synth area share
buffers and inverters	246	0.02463
AND-OR/OR-AND	401	0.03420
adder cells (fa/ha/maj)	5	0.0007557
latches	3	0.0005440
multiplexers	673	0.1490
XOR/XNOR	4	0.0004232
AND/OR/NAND/NOR	600	0.03135
flip-flops	2100	0.7590
[cell type report]
class | instances | area, um2
Sequential cell | 2103 | 62920
Fill cell | 11856 | 71660
Clock buffer | 243 | 5430
Tap cell | 2175 | 2721
Timing Repair Buffer | 154 | 1266
Inverter | 9 | 38.79
Clock inverter | 145 | 1535
Multi-Input combinational cell | 1683 | 17930
Antenna cell | 5 | 12.51
[how the worst max path moves through the flow]
| stage | startpoint | slack (ps) | cells past startpoint | endpoint |
|---|---|---|---|---|
| 4_1_cts | rst_n | 22780 | 8 | R1.mem_1[16][7]$_DFFE_PP_ |
| 6_report | rst_n | 22740 | 8 | R1.mem_1[16][7]$_DFFE_PP_ |
| 5_1_grt | rst_n | 22430 | 8 | R1.mem_1[27][0]$_DFFE_PP_ |
[metal layers]
layer / wire [um] / vias up / part of all wire / track usage
li1: - / 17083 / - / -
met4: 7219 / 10 / 0.033 / 0.07587
met1: 69810 / 20319 / 0.32 / 0.3895
met5: 332 / - / 0.0015 / 0.01351
met2: 101600 / 3042 / 0.46 / 0.4144
met3: 40880 / 405 / 0.19 / 0.2456
[critical path, stage by stage]
cell             delay, ps
clkdlybuf4s50_1        450
buf_4                  350
o211ai_2               240
nor2_1                 190
nand2_1                180
nor3_1                 570
nand2_1                680
nor2_1                 730
[where the power goes]
| group | leakage (nW) | switching [W] | internal, W |
|---|---|---|---|
| sequential | 19.1 | 0.00000749 | 0.00300 |
| clock | 3.38 | 0.00103 | 0.00143 |
| combinational | 6.72 | 0.0000428 | 0.00000386 |
| total | 29.2 | 0.00108 | 0.00444 |
[cells in the mapped netlist (6+ instances only)]
cell,instances,share of area
o21ai_0,33,0.0020
or3_1,11,0.00083
a21oi_1,43,0.0026
nor2b_1,15,0.0011
mux2_2,17,0.0023
a22oi_1,67,0.0061
mux2i_1,236,0.029
a221oi_1,8,0.00085
inv_1,9,0.00041
buf_8,23,0.0042
mux4_2,333,0.091
nor3_1,27,0.0016
nand3_1,35,0.0021
a2111oi_0,15,0.0016
buf_2,61,0.0037
nand4_1,16,0.0012
dfrtp_1,26,0.0079
o221ai_1,33,0.0035
a31oi_1,14,0.0011
a211oi_1,48,0.0044
and2_1,7,0.00053
o21a_1,6,0.00054
nor2_1,310,0.014
nand2b_1,7,0.00053
buf_6,24,0.0033
o22ai_1,86,0.0065
clkbuf_1,62,0.0028
clkbuf_8,17,0.0028
buf_12,20,0.0048
or4_1,7,0.00063
dfxtp_1,9,0.0022
mux4_1,87,0.028
edfxtp_1,2065,0.75
nand2_1,139,0.0063
o211ai_1,6,0.00054
buf_4,24,0.0022
[layout by cell type, fill, tap and decap left out, types with 43 or more instances in the layout]
master     instances
mux4_2           333
buf_4            142
nor2_1           307
a211oi_1          48
a22oi_1           67
mux4_1            87
edfxtp_1        2065
mux2i_1          236
nand2_1          138
a21oi_1           43
clkbuf_16        211
o22ai_1           86
clkinv_2          43
No activity file was given, so power comes from the tool's default toggle rates.
